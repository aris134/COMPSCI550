==> design/flow/design.v <==
module streaming_unit #(GRID_DIM=16*16, SIDE_LENGTH=GRID_DIM/16, ADDRESS_WIDTH=$clog2(GRID_DIM)+1)
							  (input logic signed [ADDRESS_WIDTH-1:0] x,
							   input logic signed [ADDRESS_WIDTH-1:0] y,  
								input logic signed [9*ADDRESS_WIDTH-1:0] cx,  
								input logic signed [9*ADDRESS_WIDTH-1:0] cy,  
								output logic [9*ADDRESS_WIDTH-1:0] write_addresses);  
logic signed [ADDRESS_WIDTH-1:0] x_stream0;
logic signed [ADDRESS_WIDTH-1:0] y_stream0;
logic signed [ADDRESS_WIDTH-1:0] x_stream1;
logic signed [ADDRESS_WIDTH-1:0] y_stream1;	
logic signed [ADDRESS_WIDTH-1:0] x_stream2;
logic signed [ADDRESS_WIDTH-1:0] y_stream2;	
logic signed [ADDRESS_WIDTH-1:0] x_stream3;
logic signed [ADDRESS_WIDTH-1:0] y_stream3;	
logic signed [ADDRESS_WIDTH-1:0] x_stream4;
logic signed [ADDRESS_WIDTH-1:0] y_stream4;	
logic signed [ADDRESS_WIDTH-1:0] x_stream5;
logic signed [ADDRESS_WIDTH-1:0] y_stream5;	
logic signed [ADDRESS_WIDTH-1:0] x_stream6;
logic signed [ADDRESS_WIDTH-1:0] y_stream6;	
logic signed [ADDRESS_WIDTH-1:0] x_stream7;
logic signed [ADDRESS_WIDTH-1:0] y_stream7;	
logic signed [ADDRESS_WIDTH-1:0] x_stream8;
logic signed [ADDRESS_WIDTH-1:0] y_stream8;	
always_comb
begin
	x_stream0 = x + cx[9*ADDRESS_WIDTH-1:8*ADDRESS_WIDTH];
	y_stream0 = y + cy[9*ADDRESS_WIDTH-1:8*ADDRESS_WIDTH];
	write_addresses[9*ADDRESS_WIDTH-1:8*ADDRESS_WIDTH] = ((x_stream0 < 0 | x_stream0 >= GRID_DIM/16) | (y_stream0 < 0 | y_stream0 >= GRID_DIM/16)) ? 9'b111111111 : GRID_DIM - SIDE_LENGTH*(1+y_stream0)+x_stream0; 
	x_stream1 = x + cx[8*ADDRESS_WIDTH-1:7*ADDRESS_WIDTH];
	y_stream1 = y + cy[8*ADDRESS_WIDTH-1:7*ADDRESS_WIDTH];
	write_addresses[8*ADDRESS_WIDTH-1:7*ADDRESS_WIDTH] = ((x_stream1 < 0 | x_stream1 >= GRID_DIM/16) | (y_stream1 < 0 | y_stream1 >= GRID_DIM/16)) ? 9'b111111111 : GRID_DIM - SIDE_LENGTH*(1+y_stream1)+x_stream1; 
	x_stream2 = x + cx[7*ADDRESS_WIDTH-1:6*ADDRESS_WIDTH];
	y_stream2 = y + cy[7*ADDRESS_WIDTH-1:6*ADDRESS_WIDTH];
	write_addresses[7*ADDRESS_WIDTH-1:6*ADDRESS_WIDTH] = ((x_stream2 < 0 | x_stream2 >= GRID_DIM/16) | (y_stream2 < 0 | y_stream2 >= GRID_DIM/16)) ? 9'b111111111 : GRID_DIM - SIDE_LENGTH*(1+y_stream2)+x_stream2; 
	x_stream3 = x + cx[6*ADDRESS_WIDTH-1:5*ADDRESS_WIDTH];
	y_stream3 = y + cy[6*ADDRESS_WIDTH-1:5*ADDRESS_WIDTH];
	write_addresses[6*ADDRESS_WIDTH-1:5*ADDRESS_WIDTH] = ((x_stream3 < 0 | x_stream3 >= GRID_DIM/16) | (y_stream3 < 0 | y_stream3 >= GRID_DIM/16)) ? 9'b111111111 : GRID_DIM - SIDE_LENGTH*(1+y_stream3)+x_stream3; 
	x_stream4 = x + cx[5*ADDRESS_WIDTH-1:4*ADDRESS_WIDTH];
	y_stream4 = y + cy[5*ADDRESS_WIDTH-1:4*ADDRESS_WIDTH];
	write_addresses[5*ADDRESS_WIDTH-1:4*ADDRESS_WIDTH] = ((x_stream4 < 0 | x_stream4 >= GRID_DIM/16) | (y_stream4 < 0 | y_stream4 >= GRID_DIM/16)) ? 9'b111111111 : GRID_DIM - SIDE_LENGTH*(1+y_stream4)+x_stream4; 
	x_stream5 = x + cx[4*ADDRESS_WIDTH-1:3*ADDRESS_WIDTH];
	y_stream5 = y + cy[4*ADDRESS_WIDTH-1:3*ADDRESS_WIDTH];
	write_addresses[4*ADDRESS_WIDTH-1:3*ADDRESS_WIDTH] = ((x_stream5 < 0 | x_stream5 >= GRID_DIM/16) | (y_stream5 < 0 | y_stream5 >= GRID_DIM/16)) ? 9'b111111111 : GRID_DIM - SIDE_LENGTH*(1+y_stream5)+x_stream5; 
	x_stream6 = x + cx[3*ADDRESS_WIDTH-1:2*ADDRESS_WIDTH];
	y_stream6 = y + cy[3*ADDRESS_WIDTH-1:2*ADDRESS_WIDTH];
	write_addresses[3*ADDRESS_WIDTH-1:2*ADDRESS_WIDTH] = ((x_stream6 < 0 | x_stream6 >= GRID_DIM/16) | (y_stream6 < 0 | y_stream6 >= GRID_DIM/16)) ? 9'b111111111 : GRID_DIM - SIDE_LENGTH*(1+y_stream6)+x_stream6; 
	x_stream7 = x + cx[2*ADDRESS_WIDTH-1:ADDRESS_WIDTH];
	y_stream7 = y + cy[2*ADDRESS_WIDTH-1:ADDRESS_WIDTH];
	write_addresses[2*ADDRESS_WIDTH-1:ADDRESS_WIDTH] = ((x_stream7 < 0 | x_stream7 >= GRID_DIM/16) | (y_stream7 < 0 | y_stream7 >= GRID_DIM/16)) ? 9'b111111111 : GRID_DIM - SIDE_LENGTH*(1+y_stream7)+x_stream7; 
	x_stream8 = x + cx[ADDRESS_WIDTH-1:0];
	y_stream8 = y + cy[ADDRESS_WIDTH-1:0];
	write_addresses[ADDRESS_WIDTH-1:0] = ((x_stream8 < 0 | x_stream8 >= GRID_DIM/16) | (y_stream8 < 0 | y_stream8 >= GRID_DIM/16)) ? 9'b111111111 : GRID_DIM - SIDE_LENGTH*(1+y_stream8)+x_stream8; 
end
endmodule
==> design/flow/run.sh <==
#!/bin/bash
# OpenROAD 26Q1-2900-gdf79404cd8, Yosys 0.63+post, stock flow scripts
make -C /OpenROAD-flow-scripts/flow DESIGN_CONFIG=/design/flow/config.mk WORK_HOME=/design/flow/orfs finish
==> design/flow/config.mk <==
export PLATFORM = sky130hd
export DESIGN_NAME = streaming_unit
export DESIGN_NICKNAME = streaming_unit
export VERILOG_FILES = /design/flow/design.v
export SDC_FILE = /design/flow/constraint.sdc
export NUM_CORES = 4
export LEC_CHECK = 1
export CORE_UTILIZATION = 50
==> design/flow/constraint.sdc <==
current_design streaming_unit

set clk_period 9.6
set clk_io_pct 0.2

create_clock -name clk0 -period $clk_period

set non_clock_inputs [all_inputs -no_clocks]
set_input_delay [expr $clk_period * $clk_io_pct] -clock clk0 $non_clock_inputs
set_output_delay [expr $clk_period * $clk_io_pct] -clock clk0 [all_outputs]
==> results.py <==
# Metrics from the implementation run
metrics = {
    "outcome": {
        "status": "complete, no violations",
    },
    "floorplan": {
        "die_h_um": 142,
        "io_pins": 261,
        "die_w_um": 142,
        "core_um2": 19000,
        "fp_util": 0.517,
        "chipArea_um2": 20200,
        "std_cell_rows": 50,
    },
    "timing": {
        "finalCritPeriodShare": 0.858,
        "fin_tns_setup_ps": 0,
        "worst_pin_slew_ps": 861,
        "whs_ps": 4940,
        "fin_crit_ps": 8240,
        "grt_setup_unrepaired": "no",
        "finalSetupViolCount": 0,
        "max_freq_ghz": 0.121,
        "slew_headroom": 0.424,
        "slew_violations": 0,
        "finalHoldViolCount": 0,
    },
    "yosys": {
        "synthSimpleGateAreaFrac": 0.183,
        "logic_family": "adder cells",
        "synth.distinct_cells": 68,
        "avgSynthCellArea_um2": 7.73,
        "ys_area_um2": 9830,
        "ys_warn_count": 1,
        "synth_stat.cells": 1272,
        "netlist_instances": 1272,
        "ys_sh_mux": 0.00331,
        "synth-compound-area-share": 0.265,
        "adder_share": 0.346,
        "ys_seq_share": 0,
        "netlist_area_um2": 9830,
        "synth_xor_xnor_area_share": 0.171,
    },
    "routing": {
        "wl_per_cell_um": 15.6,
        "first_pass_iters": 5,
        "ant_nets": 0,
        "vias_per_cell": 5.60,
        "initialDrtViolationCount": 421,
        "routed_wl_um": 27900,
        "num_vias": 10052,
        "drc": 0,
    },
    "critical_path": {
        "critPathCaptureType": "output port",
        "slowest_stage": "clkdlybuf4s50_1",
        "cp_cell_sequence": "clkdlybuf4s50_1 > ha_1 > inv_1 > fa_1 > nand3b_1 > a31oi_1 > mux2i_1 > or4_1 > or4_1 > nor4_4 > nand2_1 > clkdlybuf4s50_1",
        "start_kind": "input port",
        "criticalPathCategory": "in -> out",
        "crit_fanout": 9,
        "slowest_delay_ps": 910,
        "worstPathArrival_ps": 6320,
        "critical_path_required_ps": 7680,
    },
    "cells_and_area": {
        "n_clock_buffer": 0,
        "area_delta_synth_final_pct": 30.3,
        "drive_gt1_frac": 0.0274,
        "mostFrequentLayoutCell": "clkdlybuf4s50_1",
        "seq_area_um2": 0,
        "final_util": 0.673,
        "finalNonFillerCells": 1796,
        "design.seq.count": 0,
        "most-common-layout-cells": "260 x clkdlybuf4s50_1, 243 x ha_1, 131 x xnor2_1",
    },
    "global_routing": {
        "grt_max_degree": 19,
        "track_usage": 0.278,
        "antenna_found_initial": 2,
        "grt-ovfl-total": 0,
        "grt_pass1_wl_um": 43900,
        "grt_pass1_vias": 8991,
    },
    "clock_tree": {
        "cts.repair.resized": 0,
        "cts_setup_buffers": 0,
        "hold_buffers": 0,
    },
    "placement": {
        "dp.cells": 1794,
        "gp_congestion": 0.981,
        "dpl.hpwl_um": 23200,
        "port_buffers": 261,
    },
    "worst_hold_path": {
        "min_path_type": "in -> out",
    },
    "run": {
        "maxCapViolations": 0,
        "warnings": 33,
    },
    "pwr": {
        "power.share.clock": 0,
        "switching_share": 0.511,
        "pwr-share-seq": 0,
        "ir_worst_vdd_uv": 96.5,
        "switching_power_w": 0.000683,
        "p_int_w": 0.000653,
        "p_total_w": 0.00134,
        "comb_power_share": 1.000,
        "power_leakage_nw": 5.58,
        "p_per_area_nw_per_um2": 104,
    },
}
==> worst max-delay path, delay by kind of cell <==
kind                       cells  cell delay (ps)
and+or+nand+nor                5             1830
buffers and inverters          3             1470
adders and majority gates      2              700
AOI/OAI and AO/OA              1              260
muxes                          1              110
==> final cells by class <==
| class | count | area, um^2 |
|---|---|---|
| Tap cell | 260 | 325 |
| Antenna cell | 2 | 5.00 |
| Fill cell | 1668 | 6210 |
| Inverter | 75 | 282 |
| Timing Repair Buffer | 270 | 2680 |
| Multi-Input combinational cell | 1189 | 9520 |
==> per-layer routing <==
metal,part of all wire,track usage
met1,0.48,0.404
met2,0.43,0.445
met3,0.069,0.0305
met4,0.023,0.0566
met5,0,0
==> Yosys cell counts (all sizes together) (7+ instances only) <==
cell | count | area, um^2
a21o | 58 | 435
nor4 | 18 | 155
xor2 | 51 | 447
or3 | 8 | 50.1
a211oi | 45 | 348
ha | 243 | 3040
o211ai | 7 | 52.6
o21ai | 68 | 340
o41ai | 7 | 68.8
nor3 | 19 | 95.1
o21bai | 18 | 135
xnor2 | 131 | 1150
nand2b | 42 | 263
inv | 75 | 282
nand2 | 70 | 263
o22ai | 8 | 50.1
a21oi | 102 | 510
nand3 | 37 | 185
o21a | 30 | 225
or2 | 15 | 93.8
or4 | 9 | 71.3
nor2 | 86 | 323
clkbuf | 8 | 30.0
nor2b | 14 | 87.6
a31oi | 8 | 50.1
fa | 18 | 360
==> power groups by stage <==
stage / clock [W] / sequential, W / combinational [W]
CTS: 0 / 0 / 0.00134
global route: 0.0000000000139 / 0 / 0.00150
finish: 0.0000000000279 / 0 / 0.00134
==> final timing paths <==
path,start,endpoint,cells after the start
setup / recovery,y[0],write_addresses[58],12
hold / removal,cx[18],write_addresses[18],4
==> cell families after synthesis <==
family | after synthesis
AOI/OAI and AO/OA | 395
xor gates and xnor gates | 186
adders and majority gates | 261
buffers and inverters | 83
muxes | 3
and+or+nand+nor | 344
==> stage by stage <==
step	area, um^2	setup WS [ps]
final	12800	1360
after global routing	12800	1140
after CTS	12800	1350
after detailed placement	12800	1340
after global placement	12800	1380
after floorplan	9830	3060
Power figures rest on the tool's default switching activity, not on a simulated workload.
