--- ./design.v ---
module fp_div #(
    parameter WIDTH=32,   
    parameter FBITS=24    
    ) (
    input wire logic clk,
    input wire logic start,           
    output     logic busy,            
    output     logic valid,           
    output     logic dbz,             
    output     logic ovf,             
    input wire logic signed [WIDTH-1:0] x,   
    input wire logic signed [WIDTH-1:0] y,   
    output		logic signed [WIDTH-1:0] q,   
    output     logic signed [WIDTH-1:0] r    
    );
    localparam FBITSW = (FBITS) ? FBITS : 1;
    logic signed [WIDTH-1:0] y1;            
    logic [WIDTH-1:0] q1, q1_next;   
    logic [WIDTH:0] ac, ac_next;     
    localparam ITER = WIDTH+FBITS;   
    logic [$clog2(ITER)-1:0] i;      
	 logic negate;
	 logic signed [WIDTH-1:0] x1;
	 assign negate = x[WIDTH-1] ^ y[WIDTH-1];  
	 assign x1 = (x > 0) ? x : -x;
	 assign y1 = (y > 0) ? y : -y;
    always_comb begin
        if (ac >= {1'b0,y1}) begin
            ac_next = ac - y1;
            {ac_next, q1_next} = {ac_next[WIDTH-1:0], q1, 1'b1};
        end else begin
            {ac_next, q1_next} = {ac, q1} << 1;
        end
    end
    always_ff @(posedge clk) begin
        if (start) begin
            valid <= 0;
            ovf <= 0;
            i <= 0;
            if (y == 0) begin   
                busy <= 0;
                dbz <= 1;
            end else begin
                busy <= 1;
                dbz <= 0;
                {ac, q1} <= {{WIDTH{1'b0}}, x1, 1'b0};  
            end
        end else if (busy) begin
            if (i == ITER-1) begin   
                busy <= 0;
                valid <= 1;
                r <= ac_next[WIDTH:1];   
					 if (!negate) begin
						q <= q1_next;
					 end else begin
						q <= ~q1_next + 1;
					 end
            end else if (i == WIDTH-1 && q1_next[WIDTH-1:WIDTH-FBITSW]) begin  
                busy <= 0;
                ovf <= 1;
                q <= 0;
                r <= 0;
            end else begin   
                i <= i + 1;
                ac <= ac_next;
                q1 <= q1_next;
            end
        end
    end
endmodule
--- ./run.sh ---
#!/bin/bash
# OpenROAD 26Q1-2900-gdf79404cd8, Yosys 0.63+post, stock flow scripts
make -C /OpenROAD-flow-scripts/flow DESIGN_CONFIG=/design/flow/config.mk WORK_HOME=/design/flow/orfs finish
--- ./config.mk ---
export PLATFORM = sky130hd
export DESIGN_NAME = fp_div
export DESIGN_NICKNAME = fp_div
export VERILOG_FILES = /design/flow/design.v
export SDC_FILE = /design/flow/constraint.sdc
export NUM_CORES = 4
export LEC_CHECK = 1
export CORE_UTILIZATION = 30
--- ./constraint.sdc ---
current_design fp_div

set clk_period 36.7
set clk_io_pct 0.2

create_clock -name clk0 -period $clk_period [get_ports {clk}]

set non_clock_inputs [all_inputs -no_clocks]
set_input_delay [expr $clk_period * $clk_io_pct] -clock clk0 $non_clock_inputs
set_output_delay [expr $clk_period * $clk_io_pct] -clock clk0 [all_outputs]
==> flow_summary.toml <==
# physical design summary
[synthesis]
edf_count = 130
ys_sh_adder_pct = 5.20
mux_share_pct = 2.60
yosysUniqueCellTypes = 63
ff_type = "edfxtp_1"
avgSynthCellArea_sq_um = 9.58
syn_area_sq_um = 9040
yosysChipArea_sq_um = 9040
async_reset_ff_share_pct = 0
ys.flops = 139
aoi_share_pct = 15.6
synth_warnings = 1
synthCells = 944
ys_sh_simple_pct = 17.7
ys_sh_xor_pct = 10.9
seq_area_frac_synth_pct = 45.2
synthTopLogicFamily = "simple AND/OR/NAND/NOR gates"
ys_cells = 944

[global_route]
use_met3_pct = 4.61
grt_pass1_wl_microns = 37900
grt_pass1_vias = 7087
antenna_found_initial = 1
grt_usage_pct = 16.3
use_met1_pct = 24.3
grt_use_met2_pct = 25.5
busiest_layer = "met2"
grt.overflow.total = 0
grt_max_degree = 63

[die]
rows = 63
initial_core_util_pct = 30.5
core_sq_um = 29600
die_y_microns = 176
die_w_microns = 176
ios = 134
die-area_sq_um = 30800

[job]
max_cap_violations = 0
tool_warnings = 25

[worst_hold_path]
worstHoldPathType = "register to register"

[final_timing]
final.setup.worst_slack_ns = 23.11
period_needed_ns = 13.59
tightest_slew_ns = 0.889
timing.hold.ws_ns = 0.492
fmax_mhz = 73.6
drv_slew = 0
finClkSkew_ns = 0.0136
fin_setup_tns_ns = 0
hold_viol = 0
fin_crit_sh_pct = 37.0
slew_headroom_pct = 39.9
setup_viol = 0
rsz0062_at_grt = "no"

[clock_tree]
cts_tree = "built"
cts-resized-gates = 0
h-tree-depth = 4
cts_buffers = 17
cts_root_buf = "clkbuf_16"
clock_path_buffers = 2
clk_pin_slew_ns = 0.06
holdBufCountCts = 0
insertion_delay_ns = 0.42
postCtsSetupRepairBufs = 0
clkSinkCount = 139

[placement]
io_buffers = 133
dpl.hpwl_microns = 17400
placed_cells = 1444
place.gp.congestion = 0.958
place_ws_ns = 22.66
placed_area_sq_um = 10800

[cells_and_area]
postLayoutCellArea_sq_um = 11400
final_util_pct = 38.6
final_cells = 1476
fillers = 2954
area_growth_syn_to_layout_pct = 26.6
layout-drive-gt1-share_pct = 6.72
seq_area_sq_um = 4080
combGateArea_sq_um = 4740

[drt]
avgRoutedWirePerCell_microns = 16.1
viasPerCell = 5.00
detail_route.wirelength_microns = 23700
drt_iter0_markers = 469
drtAntennaViolNets = 0
first_pass_iters = 7
antennaDiodeCount = 0
drc = 0
vias = 7383

[worst_setup_path]
cp.required_ns = 36.85
worstPathMaxFanout = 15
arrival_ns = 13.74
critPathLaunchType = "input port"
cp-end-kind = "register"
crit_type = "input port to register"

[pwr]
power.total_mw = 0.576
vdd_drop_max_mv = 0.0307
power.density_nw_per_um2 = 50.3
p_leak_nw = 4.12

[status]
status = "completed"
==> layout by cell type, fill, tap and decap left out, types with 6 or more instances in the layout <==
cell type        count
a211oi_1             8
a21o_1              12
a21oi_1             86
a31oi_1             13
and2_1               8
buf_4               13
clkbuf_16           17
clkdlybuf4s50_1    132
dfxtp_1              9
edfxtp_1           130
ha_1                36
inv_1               27
inv_8                6
mux2i_1             18
nand2_1             54
nand2b_1             7
nand3_1             13
nor2_1             162
nor2b_1              6
nor3_1              20
nor4_1               9
o21ai_0             51
o21bai_1             6
o31ai_1             21
o41ai_1             10
or2_2                7
or3_1               20
xnor2_1             48
xor2_1              65
==> routing by layer <==
layer / vias to the layer above / share of wire [%]
li1: 3706 / -
met4: 0 / 0.51
met1: 3446 / 45
met3: 6 / 8.2
met2: 225 / 46
met5: - / 0
==> synth_stat cells (all sizes together) (3+ instances only) <==
library cell	n	area (sq um)
or3	25	165
nor3b	3	22.5
o211ai	3	22.5
nand2	54	203
xor2	65	569
o21ai	51	255
and2	8	50.1
nand3	14	75.1
nor3	21	110
ha	36	450
o31ai	22	170
nand2b	7	43.8
edfxtp	130	3900
a21o	12	90.1
a21oi	88	440
mux2	4	45.0
or2	8	52.6
inv	27	101
xnor2	48	420
nand4	5	31.3
clkbuf	28	105
a31oi	13	81.3
nor2b	6	37.5
nor2	162	608
buf	7	48.8
nor4	10	77.6
o21bai	6	45.0
a211oi	8	60.1
o41ai	10	87.6
or4	4	31.3
and3	4	25.0
mux2i	19	190
dfxtp	9	180
==> worst max-delay path, stage by stage <==
cell             delay [ns]
clkdlybuf4s50_1        0.47
or4_1                  0.57
or3_1                  0.36
or3_4                  0.37
nor2_1                 0.21
nand3_2                0.16
nor4_4                 0.42
or2_4                  0.30
o41ai_1                0.12
xor2_1                 0.16
ha_1                   0.38
a211oi_1               0.29
inv_1                  0.10
o31ai_1                0.44
a211oi_1               0.20
o31ai_1                0.44
a21oi_4                0.10
inv_1                  0.09
ha_1                   0.20
nand3_1                0.10
nor3_1                 0.14
buf_4                  0.19
nand2_1                0.10
o31ai_1                0.27
xor2_1                 0.17
nor2_1                 0.05
==> state kept, by name, indices dropped and copies added, names as in the netlist <==
register and count:
ovf 1, busy 1, valid 1, i 6, q1 32, r 32
dbz 1, q 32, ac 33
==> layout make-up <==
type                       count  area share (%)
clock buffer                  17            3.72
clock inverter                15            1.64
inverter                      27           0.886
multi-input combinational    743            41.4
sequential                   139            35.7
tap                          390            4.26
timing repair buffer         145            12.4
==> report_power, final <==
group	switching (mW)	leakage, nW	total (mW)	internal, mW
Clock	0.0769	0.301	0.181	0.104
Sequential	0.0134	1.30	0.206	0.192
Combinational	0.110	2.52	0.189	0.0795
==> final timing paths <==
path,startpoint,end,slack (ns),cells past startpoint
setup / recovery,y[4],q[22]$_SDFFCE_PP0P_,23.11,26
hold / removal,valid$_SDFFE_PP0P_,valid$_SDFFE_PP0P_,0.49,2
setup reg to reg,q1[7]$_DFFE_PP_,ac[0]$_DFFE_PP_,32.68,8
hold reg to reg,valid$_SDFFE_PP0P_,valid$_SDFFE_PP0P_,0.49,2
==> kinds of logic (layout without fill, tap and decap cells) <==
| group | Yosys count | after routing |
|---|---|---|
| XOR/XNOR | 113 | 113 |
| flip-flops | 139 | 139 |
| multiplexers | 23 | 23 |
| AND-OR/OR-AND | 231 | 231 |
| buffers and inverters | 62 | 204 |
| adder cells (fa/ha/maj) | 37 | 37 |
| AND/OR/NAND/NOR | 339 | 339 |
Power and IR drop assume default switching activity.
